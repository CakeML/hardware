[run.sh]
#!/bin/bash
# OpenROAD 26Q1-2900-gdf79404cd8, Yosys 0.63+post, stock flow scripts
make -C /OpenROAD-flow-scripts/flow DESIGN_CONFIG=/design/flow/config.mk WORK_HOME=/design/flow/orfs finish
[design.v]
`timescale 1ns / 1ps
module cache_none(
    input clk,
    input[2:0] command,
    output ready,
    input[31:0] data_addr,
    input[31:0] inst_addr,
    input[31:0] data_wdata,
    input[3:0] data_wstrb,  
    output logic[31:0] data_rdata,
    output logic[31:0] inst_rdata,
    output[1:0] error,
    input wire mem_start_valid,
    input wire[31:0] mem_start_input,
    output reg mem_d_awvalid = 0,
    input wire mem_d_awready,
    output reg[31:0] mem_d_awaddr,
    output reg[7:0] mem_d_awlen = 0,
    output reg[2:0] mem_d_awsize = 'b010,
    output reg[1:0] mem_d_awburst = 0,
    output reg mem_d_wvalid = 0,
    input wire mem_d_wready,
    output reg[31:0] mem_d_wdata,
    output reg[3:0] mem_d_wstrb,
    output reg mem_d_wlast = 1,
    input wire[1:0] mem_d_bresp,
    input wire mem_d_bvalid,
    output reg mem_d_bready = 1,
    output reg mem_d_arvalid = 0,
    input wire mem_d_arready,
    output reg[31:0] mem_d_araddr,
    output reg[7:0] mem_d_arlen = 0,
    output reg[2:0] mem_d_arsize = 'b010,
    output reg[1:0] mem_d_arburst = 0,
    input wire[31:0] mem_d_rdata,
    input wire[1:0] mem_d_rresp,
    input wire mem_d_rlast,
    input wire mem_d_rvalid,
    output reg mem_d_rready = 1,
    output reg mem_i_awvalid = 0,
    input wire mem_i_awready,
    output reg[31:0] mem_i_awaddr,
    output reg[7:0] mem_i_awlen = 0,
    output reg[2:0] mem_i_awsize = 'b010,
    output reg[1:0] mem_i_awburst = 0,
    output reg mem_i_wvalid = 0,
    input wire mem_i_wready,
    output reg[31:0] mem_i_wdata,
    output reg[3:0] mem_i_wstrb,
    output reg mem_i_wlast = 1,
    input wire[1:0] mem_i_bresp,
    input wire mem_i_bvalid,
    output reg mem_i_bready = 1,
    output reg mem_i_arvalid = 0,
    input wire mem_i_arready,
    output reg[31:0] mem_i_araddr,
    output reg[7:0] mem_i_arlen = 0,
    output reg[2:0] mem_i_arsize = 'b010,
    output reg[1:0] mem_i_arburst = 0,
    input wire[31:0] mem_i_rdata,
    input wire[1:0] mem_i_rresp,
    input wire mem_i_rlast,
    input wire mem_i_rvalid,
    output reg mem_i_rready = 1
    );
logic[31:0]  mem_start = 0;
typedef enum { INIT, WAITING, ERROR_CACHE, ERROR_AXI } statet;
statet state = INIT;
assign ready = (state == INIT);
logic inst_cycle_ready = 1;
logic data_cycle_ready = 1;
logic wait_error = 0;
logic[1:0] data_write_check = 0;
function logic[1:0] error_func(input statet s);
    case (s)
    ERROR_CACHE: error_func = 2;
    ERROR_AXI:   error_func = 1;
    default:     error_func = 0;
    endcase
endfunction
assign error = error_func(state);
always_ff @ (posedge clk) begin
   if (mem_start_valid) begin
      mem_start <= mem_start_input;
   end
end
logic[31:0] data_addr_trans;
assign data_addr_trans = data_addr + mem_start;
logic[31:0] inst_addr_trans;
assign inst_addr_trans = inst_addr + mem_start;
always_ff @ (posedge clk) begin
    case (state)
    INIT: begin
        if (command == 1 || command == 2 || command == 3 || command == 4) begin
            state <= WAITING;
            mem_i_arvalid <= 1;
            mem_i_araddr <= inst_addr_trans;
            inst_cycle_ready = 0;
        end
        if (command == 2) begin
            if (inst_addr_trans == data_addr_trans) begin
                state <= ERROR_CACHE;
                mem_i_arvalid <= 0;
            end else begin
                mem_d_arvalid <= 1;
                mem_d_araddr <= data_addr_trans;
                data_cycle_ready = 0;
            end
        end
        if (command == 3) begin
            if (inst_addr_trans == data_addr_trans) begin
                state <= ERROR_CACHE;
                mem_i_arvalid <= 0;
            end else begin
                mem_d_awvalid <= 1;
                mem_d_awaddr <= data_addr_trans;
                mem_d_wvalid <= 1;
                mem_d_wdata <= data_wdata;
                mem_d_wstrb <= data_wstrb;
                data_cycle_ready = 0;
                data_write_check = 0;
            end
        end
    end
    WAITING: begin
        if (mem_i_arvalid && mem_i_arready)
            mem_i_arvalid <= 0;
        if (mem_i_rvalid && mem_i_rready) begin
            inst_rdata <= mem_i_rdata;
            inst_cycle_ready = 1;
            if (mem_i_rresp != 0 || mem_i_rlast != 1) begin
                wait_error = 1;    
            end
        end
        if (mem_d_arvalid && mem_d_arready)
            mem_d_arvalid <= 0;
        if (mem_d_rvalid && mem_d_rready) begin
            data_rdata <= mem_d_rdata;
            data_cycle_ready = 1;
            if (mem_d_rresp != 0 || mem_d_rlast != 1) begin
                wait_error = 1;    
            end
        end
        if (mem_d_awvalid && mem_d_awready) begin
            mem_d_awvalid <= 0;
            data_write_check += 1; 
        end
        if (mem_d_wvalid && mem_d_wready) begin
            mem_d_wvalid <= 0;
            data_write_check += 1; 
        end
        if (mem_d_bvalid && mem_d_bready) begin
            data_cycle_ready = 1;
            if (mem_d_bresp != 0 || data_write_check != 2)
                wait_error = 1;
        end
        if (inst_cycle_ready == 1 && data_cycle_ready == 1) begin
            if (wait_error == 0)
                state <= INIT;
            else
                state <= ERROR_AXI;
        end
    end
    endcase
end
endmodule
`timescale 1ns / 1ps
module cache_wrapper #(
    parameter BIT_WIDTH = 32,
    parameter WSTRB_WIDTH = BIT_WIDTH/8)
    (input clk,
    input[2:0] command,
    output ready,
    input[31:0] data_addr,
    input[31:0] inst_addr,
    input[31:0] data_wdata,
    input[3:0] data_wstrb,
    output[31:0] data_rdata,
    output[31:0] inst_rdata,
    output[1:0] error,
    input mem_start_valid,
    input[31:0] mem_start_input,
    (* X_INTERFACE_PARAMETER = "PROTOCOL AXI3" *)
    output mem_d_awvalid,
    input mem_d_awready,
    output[31:0] mem_d_awaddr,
    output[7:0] mem_d_awlen,
    output[2:0] mem_d_awsize,
    output[1:0] mem_d_awburst,
    output mem_d_wvalid,
    input mem_d_wready,
    output[BIT_WIDTH - 1:0] mem_d_wdata,
    output[WSTRB_WIDTH - 1:0] mem_d_wstrb,
    output mem_d_wlast,
    input[1:0] mem_d_bresp,
    input mem_d_bvalid,
    output mem_d_bready,
    output mem_d_arvalid,
    input mem_d_arready,
    output[31:0] mem_d_araddr,
    output[7:0] mem_d_arlen,
    output[2:0] mem_d_arsize,
    output[1:0] mem_d_arburst,
    input[BIT_WIDTH - 1:0] mem_d_rdata,
    input[1:0] mem_d_rresp,
    input mem_d_rlast,
    input mem_d_rvalid,
    output mem_d_rready,
    (* X_INTERFACE_PARAMETER = "PROTOCOL AXI3" *)
    output mem_i_awvalid,
    input mem_i_awready,
    output[31:0] mem_i_awaddr,
    output[7:0] mem_i_awlen,
    output[2:0] mem_i_awsize,
    output[1:0] mem_i_awburst,
    output mem_i_wvalid,
    input mem_i_wready,
    output[BIT_WIDTH - 1:0] mem_i_wdata,
    output[WSTRB_WIDTH - 1:0] mem_i_wstrb,
    output mem_i_wlast,
    input[1:0] mem_i_bresp,
    input mem_i_bvalid,
    output mem_i_bready,
    output mem_i_arvalid,
    input mem_i_arready,
    output[31:0] mem_i_araddr,
    output[7:0] mem_i_arlen,
    output[2:0] mem_i_arsize,
    output[1:0] mem_i_arburst,
    input[BIT_WIDTH - 1:0] mem_i_rdata,
    input[1:0] mem_i_rresp,
    input mem_i_rlast,
    input mem_i_rvalid,
    output mem_i_rready);
cache_none cache(
    .clk(clk),
    .command(command),
    .ready(ready),
    .data_addr(data_addr),
    .inst_addr(inst_addr),
    .data_wdata(data_wdata),
    .data_wstrb(data_wstrb),
    .data_rdata(data_rdata),
    .inst_rdata(inst_rdata),
    .error(error),
    .mem_start_valid(mem_start_valid),
    .mem_start_input(mem_start_input),
    .mem_d_awvalid(mem_d_awvalid),
    .mem_d_awready(mem_d_awready),
    .mem_d_awaddr(mem_d_awaddr),
    .mem_d_awlen(mem_d_awlen),
    .mem_d_awsize(mem_d_awsize),
    .mem_d_awburst(mem_d_awburst),
    .mem_d_wvalid(mem_d_wvalid),
    .mem_d_wready(mem_d_wready),
    .mem_d_wdata(mem_d_wdata),
    .mem_d_wstrb(mem_d_wstrb),
    .mem_d_wlast(mem_d_wlast),
    .mem_d_bresp(mem_d_bresp),
    .mem_d_bvalid(mem_d_bvalid),
    .mem_d_bready(mem_d_bready),
    .mem_d_arvalid(mem_d_arvalid),
    .mem_d_arready(mem_d_arready),
    .mem_d_araddr(mem_d_araddr),
    .mem_d_arlen(mem_d_arlen),
    .mem_d_arsize(mem_d_arsize),
    .mem_d_arburst(mem_d_arburst),
    .mem_d_rdata(mem_d_rdata),
    .mem_d_rresp(mem_d_rresp),
    .mem_d_rlast(mem_d_rlast),
    .mem_d_rvalid(mem_d_rvalid),
    .mem_d_rready(mem_d_rready),
    .mem_i_awvalid(mem_i_awvalid),
    .mem_i_awready(mem_i_awready),
    .mem_i_awaddr(mem_i_awaddr),
    .mem_i_awlen(mem_i_awlen),
    .mem_i_awsize(mem_i_awsize),
    .mem_i_awburst(mem_i_awburst),
    .mem_i_wvalid(mem_i_wvalid),
    .mem_i_wready(mem_i_wready),
    .mem_i_wdata(mem_i_wdata),
    .mem_i_wstrb(mem_i_wstrb),
    .mem_i_wlast(mem_i_wlast),
    .mem_i_bresp(mem_i_bresp),
    .mem_i_bvalid(mem_i_bvalid),
    .mem_i_bready(mem_i_bready),
    .mem_i_arvalid(mem_i_arvalid),
    .mem_i_arready(mem_i_arready),
    .mem_i_araddr(mem_i_araddr),
    .mem_i_arlen(mem_i_arlen),
    .mem_i_arsize(mem_i_arsize),
    .mem_i_arburst(mem_i_arburst),
    .mem_i_rdata(mem_i_rdata),
    .mem_i_rresp(mem_i_rresp),
    .mem_i_rlast(mem_i_rlast),
    .mem_i_rvalid(mem_i_rvalid),
    .mem_i_rready(mem_i_rready));
endmodule
[config.mk]
export PLATFORM = sky130hd
export DESIGN_NAME = cache_wrapper
export DESIGN_NICKNAME = cache_wrapper
export VERILOG_FILES = /design/flow/design.v
export SDC_FILE = /design/flow/constraint.sdc
export NUM_CORES = 4
export LEC_CHECK = 1
export CORE_AREA = 10 10 240 240
export DIE_AREA = 0 0 250 250
export SYNTH_HDL_FRONTEND = slang
[constraint.sdc]
current_design cache_wrapper

set clk_period 20.2
set clk_io_pct 0.2

create_clock -name clk0 -period $clk_period [get_ports {clk}]

set non_clock_inputs [all_inputs -no_clocks]
set_input_delay [expr $clk_period * $clk_io_pct] -clock clk0 $non_clock_inputs
set_output_delay [expr $clk_period * $clk_io_pct] -clock clk0 [all_outputs]
==> run summary <==
fresh numbers from the pnr run: Top delay family on crit path=simple AND/OR/NAND/NOR gates, Top Usage Layer GRT=met2, First-pass DRT Iterations=6, Avg Inst Size Synth=11.29 um2, Place WS=11080 ps, Inserted Clock Buffers=17, drt total wl=35.45 mm, Worst-Skew Late Latency=440 ps, Worst slew margin=47.21%, Worst Setup End Kind=flip-flop, number of global-route vias before repair=8053, fillers=5323, P per Cell Area=70.61 nW/um2, ys flop type=edfxtp_1, final slew viol count=0, fin crit share=42.54%, die footprint=62500 um2, Post-DP HPWL=30.38 mm, Hold Path Class=flip-flop to flip-flop, Arr. time, crit path=8710 ps, Worst-path clk slew=70 ps, remaining antenna violation count=0, #FFs+latches synth=171, # rows=84, post_cts resized=0, post-synth cell types=75, Port Buf Inserts=278, Clock Tree Buf Depth=2, M3 GR Usage=4.756%, Top cells by area=edfxtp_1, buf_4, ha_1, top cells by count=buf_4, edfxtp_1, a21oi_1, ha_1, nand2_1, overall power=0.001007 W, Buf/Inv on CP=2, Max VDD drop=0.00006148 V, max incr delay on CP=580 ps, Via density=4.016, average wire per standard cell=18.24 um, RSZ-0062 raised after global routing=no, Synth top area share=46.58%, Slew @ Worst Pin=771.9 ps, critical path class=primary input to flip-flop, cell with the most instances after synthesis=buf_4, MaxCap Viol Count=0, I/O pins=552, Hold Vio Cnt, Final=0, DR vias=7803, YS warnings=128, DRC viols=0, Setup Fix Bufs, Post-CTS=0, Period minus WS final=8594 ps, FP Util=20.65%, Gate Count Post-Synth=959, EDFF count, synth=168, routability-driven placement congestion ratio=0.9414, worst path cell trace=clkdlybuf4s50_1 > ha_1 > nand2_1 > nor4_1 > o211ai_1 > nand3b_1 > xor2_1 > xnor3_1 > nor4_1 > nand4_1 > nand4bb_1 > nor4_4 > nor3b_2 > buf_4, clock sinks=171, ys async rst share=0%, total grt overflow=0, Die Y=250 um, # setup viols final=0, CP startpoint kind=primary input, largest net degree at the start of global routing=48, CP Max Fanout=47, share of post-route cells with drive strength above 1=4.968%, CTS tree=done, Post-CTS Hold Fix Bufs=0, Yosys Instances=959, M1 GR Usage=13.25%, initial detailed-routing violation count=324, root buffer cell=clkbuf_16, most used cell, CP=nor4_1, LEAKAGE=5.363 nW, final worst slack=11610 ps, setup TNS=0 ps, fin util=27.20%, Achievable Freq=0.1164 GHz, yosys stat area=10830 um2, Seq share, synth=47.13%, die width=250 um, initial antenna violation count=24, area of the core=52450 um2, skew final=8.720 ps, Critical Path RT=20320 ps, gr usage total=10.89%, cell accounting for the most synthesized area=edfxtp_1, Area growth syn-to-layout=31.73%, GRT met2 Usage=17.45%, H-Tree Depth=4, CP max-delay cell=nor4_4, synthesized area=10830 um2, status=finished, final reports clean, first-pass GRT wire length=50.18 mm, tool warnings=105
[cell usage in the layout (no fill, tap or decap), types with 6 or more instances in the layout]
cell type        count
o21ai_1              9
nor2_1              47
a21oi_1             62
o21a_1               7
o211ai_1            12
conb_1             193
a2111oi_0            6
clkbuf_16           17
a21o_1              29
ha_1                62
nand2_1             55
edfxtp_1           168
and3_1               7
o21ai_0             26
xor2_1              37
inv_1               17
nor3_1               6
clkdlybuf4s50_1    278
xnor2_1             46
a31oi_1             11
nand3_1             16
nand4_1             19
diode_2              7
[registers in the layout, summed over array words and instances (netlist names)]
name / flops
cache.mem_i_araddr: 32
cache.state: 3
cache.mem_start: 32
cache.mem_d_arvalid: 1
cache.mem_d_wvalid: 1
cache.mem_d_wstrb: 4
cache.mem_i_arvalid: 1
cache.mem_d_araddr: 32
cache.mem_d_awvalid: 1
cache.mem_d_awaddr: 32
cache.mem_d_wdata: 32
[kinds of logic after synthesis]
kind of cell / synth area share (%)
AOI/OAI and AO/OA: 14.11
adders and majority gates: 7.532
other: 0.03462
and+or+nand+nor: 8.768
buffers and inverters: 15.20
xor gates and xnor gates: 7.128
DFF: 47.13
muxes: 0.09243
[stage by stage]
stage | hold WS, ps | instance area [um2] | instances
2_1_floorplan | 416.3 | 11550 | 1151
3_3_place_gp | 433.5 | 13660 | 1904
3_5_place_dp | 438.4 | 13660 | 1904
4_1_cts | 458.0 | 14250 | 1936
5_1_grt | 465.9 | 14260 | 1939
6_report | 454.8 | 14270 | 1943
[path summary, 6_finish.rpt]
check                                        start                    end  slack [ps]  cells past startpoint
worst max-delay path                  data_addr[6]  cache.mem_d_awaddr[0]       11610                     14
worst min-delay path                cache.state[1]         cache.state[1]         450                      1
worst max register to register  cache.mem_start[6]  cache.mem_d_awaddr[0]       15170                     13
worst min register to register      cache.state[1]         cache.state[1]         450                      1
[report_power, final]
part           internal, W  total, W  switching [W]  leakage [nW]
sequential        0.000411  0.000417     0.00000595          1.56
clock             0.000185  0.000331       0.000146         0.279
combinational     0.000112  0.000260       0.000148          3.52
total             0.000707   0.00101       0.000300          5.36
[layout make-up]
cell class | instances | area (um2) | area share, %
tap | 688 | 860.8 | 6.034
timing repair buffer | 283 | 2820 | 19.77
antenna | 7 | 17.52 | 0.1228
clock buffer | 18 | 429.2 | 3.008
inverter | 17 | 63.81 | 0.4473
sequential | 171 | 5105 | 35.78
multi-input combinational | 745 | 4810 | 33.71
clock inverter | 14 | 161.4 | 1.131
[routing by layer]
| layer | vias to the layer above | share of wire, % |
|---|---|---|
| met5 | - | 0.55 |
| met2 | 367 | 46 |
| met4 | 34 | 3.2 |
| li1 | 3717 | - |
| met1 | 3604 | 40 |
| met3 | 81 | 9.6 |
Power and IR drop assume default switching activity.
