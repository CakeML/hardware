**./run.sh**
```bash
#!/bin/bash
# OpenROAD 26Q1-2900-gdf79404cd8, Yosys 0.63+post, stock flow scripts
make -C /OpenROAD-flow-scripts/flow DESIGN_CONFIG=/design/flow/config.mk WORK_HOME=/design/flow/orfs finish
```
**./constraint.sdc**
```tcl
current_design main

set clk_period 6.2
set clk_io_pct 0.2

create_clock -name clk0 -period $clk_period [get_ports {clk}]

set non_clock_inputs [all_inputs -no_clocks]
set_input_delay [expr $clk_period * $clk_io_pct] -clock clk0 $non_clock_inputs
set_output_delay [expr $clk_period * $clk_io_pct] -clock clk0 [all_outputs]
```
**./design.v**
```verilog
module main(reg_7, reg_8, clk, finish, ret);
   input [0:0] reg_7;
   input [0:0] reg_8;
   input [0:0] clk;
   output reg [0:0] finish;
   output reg [31:0] ret;
   always @(posedge clk)
     if (reg_8 == 1'd1)
       state <= 4'd11;
     else
       case (state)
	 4'd8: state <= 3'd7;
	 3'd4: state <= 3'd7;
	 2'd2: state <= 1'd1;
	 4'd10: state <= 4'd9;
	 3'd6: state <= 3'd5;
	 1'd1: state <= 1'd1;
	 4'd9: state <= 4'd8;
	 3'd5: state <= 3'd4;
	 2'd3: state <= 1'd1;
	 4'd11: state <= 4'd10;
	 3'd7:
	   if (reg_1 == reg_3)
	     state <= 2'd3;
	   else
	     state <= 3'd6;
	 default: ;
       endcase
   always @(posedge clk)
     case (state)
       4'd8: ;
       3'd4: ;
       2'd2: reg_4 <= 32'd0;
       4'd10: reg_2 <= 32'd0;
       3'd6: reg_2 <= reg_2 + (reg_1 + 32'd0);
       1'd1: begin
	  finish <= 1'd1;
	  ret <= reg_4;
       end
       4'd9: reg_1 <= 32'd0;
       3'd5: reg_1 <= reg_1 + 32'd1;
       2'd3: reg_4 <= reg_2 + 32'd2;
       4'd11: reg_3 <= 32'd5;
       3'd7: ;
       default: ;
     endcase
   reg [31:0] reg_4;
   reg [31:0] reg_2;
   reg [31:0] state;
   reg [31:0] reg_1;
   reg [31:0] reg_3;
endmodule
```
**./config.mk**
```make
export PLATFORM = sky130hd
export DESIGN_NAME = main
export DESIGN_NICKNAME = main
export VERILOG_FILES = /design/flow/design.v
export SDC_FILE = /design/flow/constraint.sdc
export NUM_CORES = 4
export LEC_CHECK = 1
export CORE_UTILIZATION = 30
export SYNTH_HDL_FRONTEND = slang
```
==> summary.txt <==
impl run done, here's what came out: cts hold-fix bufs=0, Die Wd=160 um, status=completed, Root Buffer=clkbuf_16, Flops after synth=138, DP Wirelength=9870 um, clock sinks=138, GP Congestion=0.887, MaxCap Viol Count=0, placed cell area=8160 sq um, combinational power share=6.3%, Pre-Repair DR Iteration Count=4, sequential cell area fraction in the yosys report=54.2%, max-slew violations=0, number of DRC markers in iteration 0=227, Cell Chain, Critical Path=ha_1 -> fa_1 -> a21o_1 -> a221o_1 -> a21o_1 -> a41o_1 -> o2111ai_2 -> and3_1 -> nor3_2, Fillers=2,382, ANT nets after route=0, DR WL/cell=13.5 um, slowest CP cell=edfxtp_1, wl on met1=6740 um, EDFF count, synth=128, Vias per Instance=4.69, I/O Buffers=33, io pins=36, Crit path max-delay family=AND-OR/OR-AND gates, slowest cell delay on critical path=460 ps, most frequent CP cell=a21o_1, area delta synth->final=16.9%, net switching power=498 uW, Placement Rows=57, Synth Area per Inst=11.5 sq um, Max FO, Critical Path=5, total power=2.14 mW, GRT Overall Usage=11.8%, pwr dens=245 nW/um^2, highest-count logic cell in the final layout=edfxtp_1, Worst Path Required=6370 ps, global-route wire length before repair=23,100 um, Hold Path Class=reg -> reg, Initial Util=30.6%, number of global-route vias before repair=4,535, RSZ-0062 raised after global routing=false, max_slew headroom=46.4%, DRC=0, cycle use final=48.8%, pin count of the biggest net entering global routing=34, asr flop ratio synth=0%, cell-internal power=1.64 mW, highest metal used=met4, total of warnings raised by yosys=0, antenna violations before repair=0, crit path kind=reg -> reg, vias=4,820, chip area=25,500 sq um, routed wl met2=6120 um, setup_tns=0 ps, clock skew=6.72 ps, CTS tree=built, Worst-Margin Slew=802 ps, most instantiated logic cells after routing=edfxtp_1 (128), nor2_1 (49), xnor2_1 (47), Setup Fix Bufs, Post-CTS=0, DRT Wirelength=13,900 um, Final Hold Viols=0, Max Buffers Root-to-Sink=2, stage-log warning count=27, Arr. time, crit path=3190 ps, CTS Buf Count=17, Switching Share=23.3%, Antenna Cells=0, Max Clock Freq=330 MHz, total congestion overflow=0, ys cells=650, Critical path origin=reg_1[0], ys flop type=edfxtp_1, fin crit period=3030 ps, # H-tree levels=4, WP buf/inv=0, layout cells sized above 1=8.10%, Yosys chip area=7460 sq um, Insertion Delay late pin=420 ps, height of the die=160 um, Synth Cell Area=7460 sq um, Setup Viol. Count Final=0, WL met3=425 um, core area=24,400 sq um, crit path launch type=register, Leakage=3.09 nW, reg2reg start=reg_1[0], hold wc startpoint=reg_4[9], Unique cell types=65, sequential power share=48.9%, cts repair resizes=0, final instance area=8720 sq um, Clk pwr share=44.8%, cells after synthesis=650, Peak VDD IR=0.182 mV, CTS clk-pin slew, worst paths=60 ps, CP Capture Type=register
## power by group through the flow
stage         logic, mW  clock network [mW]  registers (mW)
CTS               0.134               0.981            1.05
global route      0.149                1.02            1.05
finish            0.134               0.958            1.05
## layer usage
metal  vias to the layer above  global-route usage (%)
met3                        29                    2.12
met4                         0                    4.28
met2                        83                    17.8
li1                       2510                       -
met1                      2198                    17.8
met5                         -                       0
## area by class of cell
type | instances | area [sq um] | area share, %
clock inverters | 15 | 143 | 1.63
inverters | 16 | 60.1 | 0.688
multi-input cells | 480 | 3280 | 37.6
repair buffers | 38 | 368 | 4.22
clock buffers | 17 | 425 | 4.88
flip-flops and latches | 138 | 4040 | 46.4
well taps | 324 | 405 | 4.65
## cell usage after synthesis (all sizes together) (2+ instances only)
library cell	instances	area share, %
nor2b	9	0.75
o211ai	3	0.30
o41ai	2	0.44
dfxtp	10	2.7
o21ai	28	1.9
a221oi	3	0.44
nor4b	3	0.35
nor2	51	2.6
nor3	11	0.96
nand4	11	1.0
nand2	41	2.1
or3	9	0.75
edfxtp	128	52
clkbuf	12	0.69
a21oi	35	2.3
a21o	13	1.3
o21bai	4	0.40
a31oi	5	0.79
xor2	26	3.1
mux2i	4	0.54
o2111ai	5	0.67
nor4	8	0.67
and3	20	1.7
nand2b	8	0.67
inv	15	0.75
nand3	35	2.5
o21a	5	0.50
or2	3	0.25
and2	31	2.6
xnor2	47	5.5
buf	4	0.39
a21boi	10	1.0
and4	3	0.39
ha	34	5.7
## metrics by stage
| step | hold slack (ps) | cells | util [%] | setup slack (ps) |
|---|---|---|---|---|
| 3_5_place_dp | 405 | 996 | 33.4 | 3210 |
| 3_3_place_gp | 401 | 996 | 33.4 | 3210 |
| 2_1_floorplan | 400 | 650 | - | 3480 |
| 4_1_cts | 417 | 1028 | 35.8 | 3180 |
| 5_1_grt | 422 | 1028 | 35.8 | 3070 |
| 6_report | 412 | 1028 | 35.8 | 3170 |
## cell families after synthesis
family | Yosys count | synth area share, %
mux | 5 | 0.687
buf+inv | 32 | 1.88
simple gates | 245 | 17.6
fa+ha+maj | 35 | 5.97
flops | 138 | 54.2
xor+xnor | 73 | 8.57
compound gates | 121 | 11.1
other cells | 1 | 0.0502
## final timing paths
path / endpoint / slack, ps / cells after the start
max: reg_2[26] / 3170 / 9
min: ret[9] / 410 / 0
max reg2reg: reg_2[26] / 3170 / 9
min reg2reg: ret[9] / 410 / 0
## registers in the layout, indices dropped and copies added (netlist names)
signal / flops
ret: 32
state: 10
reg_2: 32
reg_4: 32
reg_1: 32
Power and IR drop assume default switching activity.
