<file path="design/flow/design.v">
`timescale 1ns / 1ps
module axi_computer_ctrl
        #(parameter [31:0] BASE_ADDR = 32'h4000_0000) (
        input clk,
        output reg mem_start_ready = 0,
        output reg [31:0] mem_start,
        input interrupt_req,
        output reg interrupt_ack = 0,
        (* X_INTERFACE_PARAMETER = "PROTOCOL AXI3" *)
        input[11:0] awid,
        input awvalid,
        output reg awready = 1,
        input[31:0] awaddr,
        input[7:0] awlen,
        input[2:0] awsize,
        input[1:0] awburst,  
        input[11:0] wid,
        input wvalid,
        output reg wready = 0,
        input[31:0] wdata,
        input[3:0] wstrb,
        input wlast,
        output reg [11:0] bid,
        output reg [1:0] bresp,
        output reg bvalid = 0,
        input bready);
reg error = 0;
reg reg_addr;
reg waiting_for_req_0 = 0;
localparam [31:0] REG_MEM_START_ADDR = BASE_ADDR;
localparam [31:0] REG_INTERRUPT_ACK_ADDR = BASE_ADDR + 4;
always @ (posedge clk) begin
    interrupt_ack <= 0;
    mem_start_ready <= 0;
    if (awvalid && awready) begin
        awready <= 0;
        bid <= awid;
        if (awlen == 0 && awsize == 'b010)
            case (awaddr)
            REG_MEM_START_ADDR: begin
                wready <= 1;
                reg_addr = 0;
            end
            REG_INTERRUPT_ACK_ADDR: begin
                wready <= 1;
                reg_addr = 1;
            end
            default:
                error = 1;
            endcase
        else
            error = 1;
    end
    if (wvalid && wready) begin
        wready <= 0;
        if (wstrb == 'b1111 && wlast && wid == bid)
            if (reg_addr) begin
                interrupt_ack <= 1;
                waiting_for_req_0 = 1;
            end else begin
                mem_start <= wdata;
                mem_start_ready <= 1;
            end
        else
            error = 1;
        if (!waiting_for_req_0) begin
            bvalid <= 1;
            if (error == 0)
                bresp <= 0;
            else
                bresp <= 2;
        end
    end
    if (waiting_for_req_0 && !interrupt_req) begin
        waiting_for_req_0 = 0;
        bvalid <= 1;
        if (error == 0)
            bresp <= 0;
        else
            bresp <= 2;
    end
    if (bvalid && bready) begin
        bvalid <= 0;
        awready <= 1;
        error = 0;
    end
end
endmodule
</file>
<file path="design/flow/run.sh">
#!/bin/bash
# OpenROAD 26Q1-2900-gdf79404cd8, Yosys 0.63+post, stock flow scripts
make -C /OpenROAD-flow-scripts/flow DESIGN_CONFIG=/design/flow/config.mk WORK_HOME=/design/flow/orfs finish
</file>
<file path="design/flow/config.mk">
export PLATFORM = sky130hd
export DESIGN_NAME = axi_computer_ctrl
export DESIGN_NICKNAME = axi_computer_ctrl
export VERILOG_FILES = /design/flow/design.v
export SDC_FILE = /design/flow/constraint.sdc
export NUM_CORES = 4
export LEC_CHECK = 1
export CORE_UTILIZATION = 40
export SYNTH_HDL_FRONTEND = slang
</file>
<file path="design/flow/constraint.sdc">
current_design axi_computer_ctrl

set clk_period 5.9
set clk_io_pct 0.2

create_clock -name clk0 -period $clk_period [get_ports {clk}]

set non_clock_inputs [all_inputs -no_clocks]
set_input_delay [expr $clk_period * $clk_io_pct] -clock clk0 $non_clock_inputs
set_output_delay [expr $clk_period * $clk_io_pct] -clock clk0 [all_outputs]
</file>
==> flow_summary.json <==
{
  "fmax_ghz": 0.295,
  "ir_worst_vdd_v": 0.000187,
  "min_path_type": "flip-flop to flip-flop",
  "fp_util_pct": 42.0,
  "dp_hpwl_um": 4210,
  "rows": 25,
  "cp.arrival_ns": 3.35,
  "synth_flops": 53,
  "dr.pass1.iters": 4,
  "top_cell_area_share_pct": 67.2,
  "ys_seq_share_pct": 75.1,
  "crit_path_start_kind": "primary input",
  "netlist_instances": 126,
  "place_congestion": 0.807,
  "yosysWarningCount": 0,
  "finalCritPeriodShare_pct": 57.4,
  "stdcell_count": 359,
  "setup_viol": 0,
  "synthTopCellsByCount": "45 x edfxtp_1, 12 x xnor2_1, 9 x nor2_1",
  "pin_count": 162,
  "fin_util_pct": 79.1,
  "syn2layout_area_growth_pct": 88.2,
  "cp_max_fo": 32,
  "chipHeight_um": 72.9,
  "rsz0062_at_grt": "no",
  "synth_cell_type_count": 27,
  "ys_cells": 126,
  "required_ns": 5.86,
  "drt-wirelength-per-cell_um": 14.6,
  "vias_per_cell": 4.75,
  "grt_usage_pct": 21.3,
  "drt_wl_total_um": 5230,
  "dp_cells": 351,
  "postCtsSetupBuffers": 0,
  "postRouteAntennaNets": 0,
  "finalCriticalPeriod_ns": 3.39,
  "p_leak_nw": 1.28,
  "coreArea_um2": 4790,
  "yosysTopAreaCell": "edfxtp_1",
  "edf_count": 45,
  "finalHoldViolCount": 0,
  "power.density_nw_per_um2": 201,
  "vias": 1705,
  "grt_pass1_wl_um": 7870,
  "drc": 0,
  "area_leaders": "edfxtp_1 67%, dfxtp_1 8.0%, xnor2_1 5.2%",
  "yosys-stat-area_um2": 2010,
  "grt_max_degree": 33,
  "status": "finished clean",
  "syn_area_per_cell_um2": 16.0,
  "grt-ovfl-total": 0,
  "r2r_start": "bid[7]",
  "fp.dieW_um": 72.9,
  "drtIter0Drc": 79,
  "crit_start": "awaddr[5]",
  "openroad.warnings": 28,
  "clk_pin_slew_ns": 0.09,
  "cts_tree": "built",
  "finalMaxSlewViolations": 0,
  "port_buffers": 158,
  "worstSetupPathType": "primary input to flip-flop",
  "ctsHoldBuffers": 0,
  "clock_skew_ns": 0.00432,
  "cts_inserted_buffers": 5,
  "post_cts_resized": 0,
  "worst_slew_pin_slew_ns": 0.495,
  "htree_num_levels": 2,
  "cts.sinks": 53,
  "root_buffer": "clkbuf_8",
  "cap_violations": 0,
  "num_antenna_cells": 0,
  "yosys_most_used_dff": "edfxtp_1",
  "drive_above_1_share_pct": 6.16,
  "grt_pass1_vias": 1593,
  "timing.setup.tns_ns": 0,
  "netlist_area_um2": 2010,
  "die_area_um2": 5320,
  "yosysMostFrequentCell": "edfxtp_1",
  "cts_buffer_depth": 2,
  "worstSkewPairLatency_ns": 0.30,
  "critPathCaptureType": "flip-flop",
  "hold_start": "error",
  "grt_antenna_before_repair": 0,
  "maxSlewHeadroom_pct": 66.8,
  "synthArstFlopShare_pct": 0
}
## per-layer routing
metal / vias to the layer above / global-route usage [%] / wire [um]
met5: - / 0 / 0
met4: 0 / 3.70 / 110
met3: 10 / 6.02 / 490
met2: 99 / 32.1 / 2490
met1: 784 / 34.2 / 2140
li1: 812 / - / -
## layout by cell type (no fill, tap or decap), drive strengths merged, types with 5 or more instances in the layout
master / count
clkdlybuf4s50: 158
edfxtp: 45
clkbuf: 7
xnor2: 12
nor4: 12
nand2: 6
nor2: 9
dfxtp: 8
inv: 5
nand4: 7
## sequential cells by signal, summed over array words and instances, names as in the netlist
signal / flops
interrupt_ack: 1
bresp: 1
mem_start_ready: 1
awready: 1
mem_start: 32
waiting_for_req_0: 1
wready: 1
bvalid: 1
error: 1
reg_addr: 1
bid: 12
## power by group
| part | internal [mW] | switching [mW] | total, mW |
|---|---|---|---|
| combinational | 0.0858 | 0.0273 | 0.113 |
| sequential | 0.418 | 0.00712 | 0.425 |
| clock | 0.110 | 0.113 | 0.223 |
| total | 0.614 | 0.148 | 0.762 |
## stage by stage
| step | instance area (um2) | setup slack (ns) | hold WS, ns | power [mW] |
|---|---|---|---|---|
| floorplan | 2010 | 1.81 | 0.441 | 0.454 |
| global placement | 3680 | 2.19 | 0.455 | 0.544 |
| detailed placement | 3680 | 2.19 | 0.464 | 0.547 |
| CTS | 3790 | 2.50 | 0.486 | 0.770 |
| global route | 3790 | 2.37 | 0.513 | 0.793 |
| finish | 3790 | 2.51 | 0.482 | 0.762 |
## critical path, cell delays in order
cell and delay [ns]:
clkdlybuf4s50_1 0.41, nor4_2 0.30, nand4_1 0.20, nor4_2 0.41, mux2_4 0.38, nor2_2 0.10, buf_4 0.37
## path summary, 6_finish.rpt
| path | endpoint | slack [ns] | depth (start not counted) |
|---|---|---|---|
| max | mem_start[27] | 2.51 | 7 |
| min | error | 0.48 | 1 |
| max reg2reg | mem_start[27] | 3.75 | 6 |
| min reg2reg | error | 0.48 | 1 |
## cells by family (layout without fill, tap and decap cells)
kind of cell,after synthesis,count (layout),share of synthesized area (%)
AND/OR/NAND/NOR,44,44,14.5
flip-flops,53,53,75.1
other,1,1,0.186
multiplexers,1,1,0.746
AND-OR/OR-AND,9,9,2.92
buffers and inverters,6,172,1.31
XOR/XNOR,12,12,5.22
## cell type report
type	count	area [um2]
Multi-Input combinational cell	67	477
Timing Repair Buffer	159	1590
Clock inverter	1	8.76
Clock buffer	7	97.6
Sequential cell	53	1510
Inverter	5	18.8
Fill cell	294	1000
Tap cell	67	83.8
Power figures rest on the tool's default switching activity, not on a simulated workload.
